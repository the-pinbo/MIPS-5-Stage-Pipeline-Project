<file path="flow/config.mk">
export PLATFORM = sky130hd
export DESIGN_NAME = M_ARRAY_MULT
export DESIGN_NICKNAME = M_ARRAY_MULT
export VERILOG_FILES = /design/flow/design.v
export SDC_FILE = /design/flow/constraint.sdc
export NUM_CORES = 4
export LEC_CHECK = 1
export CORE_AREA = 10 10 70 70
export DIE_AREA = 0 0 80 80
</file>
<file path="flow/constraint.sdc">
current_design M_ARRAY_MULT

set clk_period 1.9
set clk_io_pct 0.2

create_clock -name clk0 -period $clk_period

set non_clock_inputs [all_inputs -no_clocks]
set_input_delay [expr $clk_period * $clk_io_pct] -clock clk0 $non_clock_inputs
set_output_delay [expr $clk_period * $clk_io_pct] -clock clk0 [all_outputs]
</file>
<file path="flow/design.v">
module M_ADDER #(
    parameter N = 3
) (
    input[N-1:0] a,b,
    input c,
    output[N-1:0] sum,
    output carry
);
    assign {carry,sum} = a + b + c;
endmodule
module M_ARRAY_MULT #(
    parameter N = 3
) (
    input[N-1:0] a, b,
    output[2*N-1:0] product
);
    wire[N*N-1:0] w_partial_prod;
    wire[N-1:0] w_partial_carry;
    genvar g_i;
    generate
        assign w_partial_carry[0] = 0;
        assign w_partial_prod[N-1:0] = a&{N{b[0]}};
        for(g_i=1; g_i<N; g_i=g_i+1) begin: L_G_PARTIAL_PROD
            M_ADDER #(.N(N)) fa_i(
                .a(a&{N{b[g_i]}}), 
                .b({w_partial_carry[g_i-1],w_partial_prod[N*g_i-1:N*(g_i-1)+1]}),
                .sum(w_partial_prod[N*(g_i+1)-1:N*g_i]),
                .carry(w_partial_carry[g_i]));
            assign product[g_i-1] = w_partial_prod[N*(g_i-1)];
        end    
        assign product[2*N-1:N-1] = {w_partial_carry[N-1],w_partial_prod[N*N-1:N*(N-1)]};
    endgenerate
endmodule
</file>
<file path="flow/run.sh">
#!/bin/bash
# OpenROAD 26Q1-2900-gdf79404cd8, Yosys 0.63+post, stock flow scripts
make -C /OpenROAD-flow-scripts/flow DESIGN_CONFIG=/design/flow/config.mk WORK_HOME=/design/flow/orfs finish
</file>
==> run notes <==
fresh numbers from the pnr run: run status finished, violations left, failing checks negative setup slack, RSZ-0062 raised after global routing yes, Seq cells 0, layout cells sized above 1 60.4%, first-pass GRT wire length about 1200 um, Final HPWL DP 530 um, xor+xnor area frac a little under an eighth, Pre-antenna DRT Iters 1, largest net degree at the start of global routing 6, DRT iter0 DRCs 0, Setup-failing EPs final 3, Final period util 119%, Required @ worst endpoint about 1.5 ns, vias in the first global route between 200 and 300, Yosys Chip Area 224 sq um, top cells by count 4 x inv_1, 4 x nand2_1, 3 x and2_1, 3 x buf_4, 3 x ha_1, DIE WIDTH around 80 um, Setup WS post-layout -0.357 ns, AO/OA Area Share under 10%, Post-synth seq share 0%, Max VDD drop ~30 uV, Util after Layout 15.0%, gr usage total between 2 and 2.5%, max_cap viols 0, post-route ant nets 0, Core ar. roughly 3400 sq um, yosys cell count 30, routed vias/inst around 2.8, WL/cell between 7 and 8 um, Mapped Cells 30, Rows 21, yosys simple share 28.5%, Ports 12, critical path's largest stage delay roughly 0.54 ns, Fin. Hold Viols 0, Core Util at FP 6.56%, ranking of synthesized cells by area fa_1 18%, ha_1 17%, buf_4 10%, Cell Chain, Critical Path buf_8 -> nand4_4 -> fa_2 -> nand3b_1 -> fa_2 -> inv_1 -> buf_2, CP max FO 3, antenna violations before repair 0, routed wire length between 700 and 800 um, cell type with the largest total area fa_1, mapped cell area 224 sq um, FMAX between 400 and 500 MHz, Final min period about 2.3 ns, Main logic family adder cells, cell leakage power 0.223 nW, Register Area 0 sq um, Yosys warning total 2, PortBufs 10, total congestion overflow 0, mux share 0%, Final GP Congestion between 0.6 and 0.7, design area between 500 and 600 sq um, Clock buffer cells 0, drt drc 0, CP max stage cell fa_2, PwrDens 176 nW/um^2, critical setup path kind in -> out, Tightest Hold Check Type in -> out, die y size 80 um, mean post-synth cell area 7.47 sq um, Critical Path End Type output pin, Ant. Diodes 0, most frequent CP cell fa_2, worst path arrival time roughly 1.9 ns, area post-placement about 420 sq um, Netlist cell types 15, die area between 6000 and 7000 sq um, tool warnings 35, CP startpoint kind input pin, Area Growth Syn to Fin 128%, top cell type's share of synthesized area about 18%, adder share ~35%, Max Slew Vio Count 0, via count about 270
cells by family (layout without fill, tap and decap cells):
logic type,after synthesis,count (layout)
and+or+nand+nor,11,11
buffers and inverters,7,24
adders and majority gates,5,5
AOI/OAI and AO/OA,3,3
xor gates and xnor gates,3,3
other,1,2
area by class of cell:
class | instances | area (sq um)
fillers | 379 | 2900
inverters | 4 | 15.0
multi-input cells | 24 | 262
well taps | 46 | 57.6
repair buffers | 20 | 178
power by group:
group / switching [W] / internal (W) / total (W)
logic: 0.0000355 / 0.0000544 / 0.0000900
clock network: 0 / 0 / 0
registers: 0 / 0 / 0
through the flow:
step	power [W]	setup TNS, ns	cells	worst slack [ns]	hold slack (ns)
6_report	0.0000900	-0.895	94	-0.357	1.38
5_1_grt	0.0000995	-1.09	94	-0.403	1.42
4_1_cts	0.0000825	-0.966	93	-0.385	1.38
3_5_place_dp	0.0000753	-3.75	89	-1.25	1.83
3_3_place_gp	0.0000755	-3.68	89	-1.24	1.83
2_1_floorplan	0.0000305	-0.0843	31	-0.0379	0.832
layout by cell type (no fill, tap or decap), types with 2 or more instances in the layout:
cell and count:
buf_4 9, inv_1 4, buf_6 4, and2_1 3
buf_2 3, nand2_1 2, xnor2_2 2, fa_2 2
ha_1 2, conb_1 2, buf_8 2, clkdlybuf4s50_1 2
final timing paths:
check / start / to / slack, ns / cells after the start
worst max-delay path: b[0] / product[3] / -0.36 / 7
worst min-delay path: b[0] / product[0] / 1.38 / 3
what timing repair did:
action	CTS	global route
hold buffers	0	0
pin swaps	7	3
setup endpoints to repair	4	3
setup buffers	4	1
gates resized	47	4
routing by layer:
metal | share of wire [%] | global-route usage, %
met4 | 0 | 0
met3 | 9.1 | 0.682
met2 | 46 | 3.53
met1 | 44 | 2.66
met5 | 0 | 0
worst max-delay path, delay by kind of cell:
| family | cells | cell delay [ns] |
|---|---|---|
| fa+ha+maj | 2 | 0.97 |
| buf+inv | 3 | 0.23 |
| simple gates | 2 | 0.30 |
Power and IR drop assume default switching activity.
